`flow/run.sh`:
```
#!/bin/bash
# OpenROAD 26Q1-2900-gdf79404cd8, Yosys 0.63+post, stock flow scripts
make -C /OpenROAD-flow-scripts/flow DESIGN_CONFIG=/design/flow/config.mk WORK_HOME=/design/flow/orfs finish
```
`flow/config.mk`:
```
export PLATFORM = sky130hd
export DESIGN_NAME = data_forward
export DESIGN_NICKNAME = data_forward
export VERILOG_FILES = /design/flow/design.v
export SDC_FILE = /design/flow/constraint.sdc
export NUM_CORES = 4
export LEC_CHECK = 1
export CORE_AREA = 10 10 239 239
export DIE_AREA = 0 0 249 249
```
`flow/constraint.sdc`:
```
current_design data_forward

set clk_period 10.0
set clk_io_pct 0.2

create_clock -name clk0 -period $clk_period

set non_clock_inputs [all_inputs -no_clocks]
set_input_delay [expr $clk_period * $clk_io_pct] -clock clk0 $non_clock_inputs
set_output_delay [expr $clk_period * $clk_io_pct] -clock clk0 [all_outputs]
```
`flow/design.v`:
```
`timescale 1ns / 1ps
module data_forward (
    input  wire [31:0]  id_inst,
    input  wire [31:0]  ex_inst,
    input  wire [31:0]  mem_inst,
    input  wire [31:0]  wb_inst,
    input  wire [31:0]  RF_rD1,
    input  wire [31:0]  RF_rD2,
    input  wire [31:0]  C,
    input  wire [31:0]  ex_pc4,
    input  wire [31:0]  ex_ext,
    input  wire [31:0]  mem_C,
    input  wire [31:0]  mem_pc4,
    input  wire [31:0]  mem_ext,
    input  wire [31:0]  rdo,
    input  wire [31:0]  wb_C,
    input  wire [31:0]  wb_pc4,
    input  wire [31:0]  wb_ext,
    input  wire [31:0]  wb_rdo,
    output wire          suspend,
    output wire          load_use,
    output reg  [31:0]  actual_rD1,
    output reg  [31:0]  actual_rD2
);
    wire hazard_ex_rD1;
    wire hazard_mem_rD1;
    wire hazard_wb_rD1;
    wire hazard_ex_rD2;
    wire hazard_mem_rD2;
    wire hazard_wb_rD2;
    wire ex_x0_or_not;
    wire mem_x0_or_not;
    wire wb_x0_or_not;
    reg load_use_rD1;
    reg load_use_rD2;
    reg suspend_rD1;
    reg suspend_rD2;
    assign ex_x0_or_not = (ex_inst[11:7] == 5'b00000) ? 1'b1 : 1'b0;
    assign mem_x0_or_not = (mem_inst[11:7] == 5'b00000) ? 1'b1 : 1'b0;
    assign wb_x0_or_not = (wb_inst[11:7] == 5'b00000) ? 1'b1 : 1'b0;
    assign hazard_ex_rD1 = (id_inst[19:15] == ex_inst[11:7]) && !ex_x0_or_not ? 1'b1 : 1'b0;
    assign hazard_mem_rD1 = (id_inst[19:15] == mem_inst[11:7]) && !mem_x0_or_not ? 1'b1 : 1'b0;
    assign hazard_wb_rD1 = (id_inst[19:15] == wb_inst[11:7]) && !wb_x0_or_not ? 1'b1 : 1'b0;
    assign hazard_ex_rD2 = (id_inst[24:20] == ex_inst[11:7]) && !ex_x0_or_not ? 1'b1 : 1'b0;
    assign hazard_mem_rD2 = (id_inst[24:20] == mem_inst[11:7]) && !mem_x0_or_not ? 1'b1 : 1'b0;
    assign hazard_wb_rD2 = (id_inst[24:20] == wb_inst[11:7]) && !wb_x0_or_not ? 1'b1 : 1'b0;
    always @(*) begin
        if (hazard_ex_rD1) begin
            case (ex_inst[6:0])
                7'b0110011: begin actual_rD1 = C ; load_use_rD1 = 1'b0; suspend_rD1 = 1'b0; end
                7'b0010011: begin actual_rD1 = C ; load_use_rD1 = 1'b0; suspend_rD1 = 1'b0; end
                7'b1110011: begin actual_rD1 = ex_pc4 ; load_use_rD1 = 1'b0; suspend_rD1 = 1'b0; end
                7'b1101111: begin actual_rD1 = ex_pc4 ; load_use_rD1 = 1'b0; suspend_rD1 = 1'b0; end
                7'b0110111: begin actual_rD1 = ex_ext ; load_use_rD1 = 1'b0; suspend_rD1 = 1'b0; end
                7'b0000011: begin actual_rD1 = RF_rD1 ; load_use_rD1 = 1'b1; suspend_rD1 = 1'b1; end
                default: begin actual_rD1 = RF_rD1; load_use_rD1 = 1'b0; suspend_rD1 = 1'b0; end
            endcase
        end else if (hazard_mem_rD1) begin
            case (mem_inst[6:0])
                7'b0110011: begin actual_rD1 = mem_C ; load_use_rD1 = 1'b0; suspend_rD1 = 1'b0; end
                7'b0010011: begin actual_rD1 = mem_C ; load_use_rD1 = 1'b0; suspend_rD1 = 1'b0; end
                7'b1110011: begin actual_rD1 = mem_pc4 ; load_use_rD1 = 1'b0; suspend_rD1 = 1'b0; end
                7'b1101111: begin actual_rD1 = mem_pc4 ; load_use_rD1 = 1'b0; suspend_rD1 = 1'b0; end
                7'b0110111: begin actual_rD1 = mem_ext ; load_use_rD1 = 1'b0; suspend_rD1 = 1'b0; end
                7'b0000011: begin actual_rD1 = rdo ; load_use_rD1 = 1'b0; suspend_rD1 = 1'b0; end
                default: begin actual_rD1 = RF_rD1; load_use_rD1 = 1'b0; suspend_rD1 = 1'b0; end
            endcase
        end else if (hazard_wb_rD1) begin
            case (wb_inst[6:0])
                7'b0110011: begin actual_rD1 = wb_C; load_use_rD1 = 1'b0; suspend_rD1 = 1'b0; end
                7'b0010011: begin actual_rD1 = wb_C; load_use_rD1 = 1'b0; suspend_rD1 = 1'b0; end
                7'b1110011: begin actual_rD1 = wb_pc4; load_use_rD1 = 1'b0; suspend_rD1 = 1'b0; end
                7'b1101111: begin actual_rD1 = wb_pc4; load_use_rD1 = 1'b0; suspend_rD1 = 1'b0; end
                7'b0110111: begin actual_rD1 = wb_ext; load_use_rD1 = 1'b0; suspend_rD1 = 1'b0; end
                7'b0000011: begin actual_rD1 = wb_rdo; load_use_rD1 = 1'b0; suspend_rD1 = 1'b0; end
                default: begin actual_rD1 = RF_rD1; load_use_rD1 = 1'b0; suspend_rD1 = 1'b0; end
            endcase
        end else begin
            actual_rD1 = RF_rD1;
            load_use_rD1 = 1'b0;
            suspend_rD1 = 1'b0;
        end
        if (hazard_ex_rD2) begin
            case (ex_inst[6:0])
                7'b0110011: begin actual_rD2 = C; load_use_rD2 = 1'b0; suspend_rD2 = 1'b0; end
                7'b0010011: begin actual_rD2 = C; load_use_rD2 = 1'b0; suspend_rD2 = 1'b0; end
                7'b1110011: begin actual_rD2 = ex_pc4; load_use_rD2 = 1'b0; suspend_rD2 = 1'b0; end
                7'b1101111: begin actual_rD2 = ex_pc4; load_use_rD2 = 1'b0; suspend_rD2 = 1'b0; end
                7'b0110111: begin actual_rD2 = ex_ext; load_use_rD2 = 1'b0; suspend_rD2 = 1'b0; end
                7'b0000011: begin actual_rD2 = RF_rD2; load_use_rD2 = 1'b1; suspend_rD2 = 1'b1; end
                default: begin actual_rD2 = RF_rD2; load_use_rD2 = 1'b0; suspend_rD2 = 1'b0; end
            endcase
        end else if (hazard_mem_rD2) begin
            case (mem_inst[6:0])
                7'b0110011: begin actual_rD2 = mem_C; load_use_rD2 = 1'b0; suspend_rD2 = 1'b0; end
                7'b0010011: begin actual_rD2 = mem_C; load_use_rD2 = 1'b0; suspend_rD2 = 1'b0; end
                7'b1110011: begin actual_rD2 = mem_pc4; load_use_rD2 = 1'b0; suspend_rD2 = 1'b0; end
                7'b1101111: begin actual_rD2 = mem_pc4; load_use_rD2 = 1'b0; suspend_rD2 = 1'b0; end
                7'b0110111: begin actual_rD2 = mem_ext; load_use_rD2 = 1'b0; suspend_rD2 = 1'b0; end
                7'b0000011: begin actual_rD2 = rdo; load_use_rD2 = 1'b0; suspend_rD2 = 1'b0; end
                default: begin actual_rD2 = RF_rD2; load_use_rD2 = 1'b0; suspend_rD2 = 1'b0; end
            endcase
        end else if (hazard_wb_rD2) begin
            case (wb_inst[6:0])
                7'b0110011: begin actual_rD2 = wb_C; load_use_rD2 = 1'b0; suspend_rD2 = 1'b0; end
                7'b0010011: begin actual_rD2 = wb_C; load_use_rD2 = 1'b0; suspend_rD2 = 1'b0; end
                7'b1110011: begin actual_rD2 = wb_pc4; load_use_rD2 = 1'b0; suspend_rD2 = 1'b0; end
                7'b1101111: begin actual_rD2 = wb_pc4; load_use_rD2 = 1'b0; suspend_rD2 = 1'b0; end
                7'b0110111: begin actual_rD2 = wb_ext; load_use_rD2 = 1'b0; suspend_rD2 = 1'b0; end
                7'b0000011: begin actual_rD2 = wb_rdo; load_use_rD2 = 1'b0; suspend_rD2 = 1'b0; end
                default: begin actual_rD2 = RF_rD2; load_use_rD2 = 1'b0; suspend_rD2 = 1'b0; end
            endcase
        end else begin
            actual_rD2 = RF_rD2;
            load_use_rD2 = 1'b0;
            suspend_rD2 = 1'b0;
        end
    end
    assign load_use = load_use_rD1 || load_use_rD2;
    assign suspend = suspend_rD1 || suspend_rD2;
endmodule
```
==> out/metrics.csv <==
stage;metric;value;unit
route;antenna_cells;0;
run;maximum_capacitance_violations;0;
power_and_ir_drop;report.power.total;384.9;uW
floorplanning;core-area;0.05161;mm2
final_timing;report.final.slew_viol_count;0;
logic_synthesis;synthesis.instances;707;
logic_synthesis;yosys-stat-cells;707;
final_layout;final_design_area_no_fill;0.01103;mm2
logic_synthesis;synth_chip_area;0.004792;mm2
placed_design;replace_congestion;0.9289;
floorplanning;fp_util;9.285;%
run;log_warnings;114;
grt;initial_antenna_violation_count;3;
route;drt_iter0_markers;749;
final_timing;relSlewSlack;41.18;%
critical_path;start_kind;input pin;
floorplanning;dieArea;0.06200;mm2
final_timing;final_worst_setup_slack;1859;ps
final_timing;final-hold-violation-count;0;
power_and_ir_drop;vdd_drop_max;16.29;uV
final_layout;post_route_cells_drive_above_1_share;6.025;%
final_layout;seq_area;0;um2
logic_synthesis;synth.yosys.seq_area_share;0;%
final_layout;lay_top_cells;528 x clkdlybuf4s50_1, 154 x a22oi_1, 69 x a21oi_1, 63 x a221oi_1, 49 x o21ai_0;
power_and_ir_drop;pwr_density_cell;34.90;mW/mm2
final_layout;area_delta_synth_final;130.2;%
logic_synthesis;netlist_area;0.004792;mm2
final_timing;final-setup-viol-count;0;
route;wl_per_cell;26.90;um
final_layout;clkbuf_count;0;
floorplanning;die-height;249;um
final_timing;max_freq;122.8;MHz
outcome;run_status;finished, final reports clean;
critical_path;critPathRequiredTime;8000;ps
route;viasPerCell;4.775;
final_timing;post_layout_min_period;8141;ps
critical_path;startpoint;wb_inst[5];
cts;cts_repair_resize_count;0;
route;drcViolationCount;0;
final_layout;seq_cell_count;0;
logic_synthesis;postSynthAreaPerCell;6.778;um2
route;first_pass_iters;7;
logic_synthesis;ys.warnings.count;1;
route;final_antenna_net_count;0;
critical_path;cp_capture_type;output port;
critical_path;worstSetupEndpoint;actual_rD2[9];
final_timing;setup_repair_after_global_routing_missed_its_margin;false;
hold_path;worstHoldPathType;in -> out;
critical_path;timing.setup.critical_path_class;in -> out;
route;postRouteWirelength;50.43;mm
critical_path;maximum_fanout_count_along_the_critical_path;18;
final_timing;hold_worst_slack;5002;ps
grt;grt_first_pass_wirelength;69.39;mm
route;detailroute.via_count;8953;
floorplanning;chipWidth;249;um
grt;grt.overflow.total;0;
placed_design;place_worst_setup_slack;1816;ps
placed_design;detailed_place_hpwl;41.32;mm
grt;first_global_vias;9209;
power_and_ir_drop;leakage;0.003767;uW
floorplanning;rows;83;
grt;globalRouteTotalUtil;15.29;%
final_timing;tightest_slew;882.2;ps
final_timing;setup_tns;0;ps
hold_path;min_delay_path_depth;4;
placed_design;buffer_ports.inserted;528;
final_layout;final_layout_top_logic_cell;clkdlybuf4s50_1;
grt;largest_net_degree_at_the_start_of_global_routing;34;
floorplanning;top_level_ports;610;
cts;cts.hold.buffers_added;0;
logic_synthesis;netlist-cell-type-count;51;
placed_design;detailed_place.area;0.01103;mm2
cts;post_cts_buffers;0;
final_timing;period_used_share;81.41;%
critical_path;crit_arrival;6140;ps
-- cell families (layout without fill, tap and decap cells) --
logic type	Yosys count	after routing	share of synthesized area [%]
AOI/OAI and AO/OA	428	428	63.21
buffers and inverters	88	576	7.937
muxes	47	47	9.843
and+or+nand+nor	114	114	13.52
xor gates and xnor gates	30	30	5.483
-- metrics by stage --
| step | util, % | std cells |
|---|---|---|
| 4_1_cts | 21.37 | 1875 |
| 6_report | 21.37 | 1875 |
| 2_1_floorplan | - | 707 |
| 5_1_grt | 21.37 | 1875 |
| 3_5_place_dp | 21.37 | 1875 |
| 3_3_place_gp | 21.37 | 1875 |
-- routing by layer --
metal	share of wire [%]	global-route usage, %
met3	10	4.865
met4	2.7	3.925
met5	0.091	0
met1	40	18.76
met2	47	25.39
-- report_power, final --
part | total, uW | internal [uW] | switching [uW]
Clock | 0 | 0 | 0
Sequential | 0 | 0 | 0
Combinational | 385 | 245 | 140
-- synth_stat cells, types with 2 or more instances --
cell,count,area share (%)
xnor2_1,15,2.7
o21ai_0,49,5.1
nand3_1,4,0.42
a22oi_1,154,24
clkbuf_1,62,4.9
a222oi_1,17,3.6
and2_1,2,0.26
a21oi_1,70,7.3
or4_1,3,0.47
and4_1,2,0.37
mux2i_1,46,9.6
inv_1,3,0.23
nand4_1,5,0.65
nand3b_1,20,3.1
buf_2,19,2.0
nor3b_1,2,0.31
o21ai_1,14,1.5
a2bb2oi_1,3,0.55
a211oi_1,47,7.4
or3b_2,2,0.37
nand4bb_1,3,0.70
nor3_1,9,0.94
nor2_1,8,0.63
and3_1,2,0.26
a221oi_1,63,12
buf_6,3,0.70
xor2_1,15,2.7
nand2_1,42,3.3
-- worst max-delay path: stages --
cell and delay, ps:
clkdlybuf4s50_1 560, or2_0 290, a211oi_1 280, o21ai_1 220, or4_2 1110, buf_4 410
mux2i_1 160, a221oi_1 500, clkdlybuf4s50_1 600
-- area by class of cell --
| type | count | area (um2) |
|---|---|---|
| tap | 680 | 850.8 |
| fill | 5695 | 40580 |
| multi-input combinational | 619 | 4544 |
| timing repair buffer | 573 | 5623 |
| inverter | 3 | 11.26 |
-- how the worst min path moves through the flow --
stage              start              to
finish         RF_rD1[2]   actual_rD1[2]
global route  RF_rD1[14]  actual_rD1[14]
CTS            RF_rD1[2]   actual_rD1[2]
Power and IR drop assume default switching activity.
