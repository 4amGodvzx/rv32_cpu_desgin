--- /design/flow/config.mk ---
export PLATFORM = sky130hd
export DESIGN_NAME = RF
export DESIGN_NICKNAME = RF
export VERILOG_FILES = /design/flow/design.v
export SDC_FILE = /design/flow/constraint.sdc
export NUM_CORES = 4
export LEC_CHECK = 1
export CORE_UTILIZATION = 30
--- /design/flow/constraint.sdc ---
current_design RF

set clk_period 8.2
set clk_io_pct 0.2

create_clock -name clk0 -period $clk_period [get_ports {cpu_clk}]

set non_clock_inputs [all_inputs -no_clocks]
set_input_delay [expr $clk_period * $clk_io_pct] -clock clk0 $non_clock_inputs
set_output_delay [expr $clk_period * $clk_io_pct] -clock clk0 [all_outputs]
--- /design/flow/design.v ---
`timescale 1ns / 1ps
module RF(
    input  wire        cpu_clk,
    input  wire        cpu_rst,
    input  wire [ 4:0] rR1,
    output reg  [31:0] rD1,
    input  wire [ 4:0] rR2,
    output reg  [31:0] rD2,
    input  wire        we,
    input  wire [ 4:0] wR,
    input  wire [31:0] wD
);
    reg [31:0] rf [31:0];
    always @(*) begin
        if (rR1 == 5'b0) begin
            rD1 = 32'b0;
        end else begin
            rD1 = rf[rR1];
        end
        if (rR2 == 5'b0) begin
            rD2 = 32'b0;
        end else begin
            rD2 = rf[rR2];
        end
    end
    always @(posedge cpu_clk or posedge cpu_rst) begin
        if (cpu_rst) begin
            rf[0] <= 32'b0;
            rf[1] <= 32'b0;
            rf[2] <= 32'b0;
            rf[3] <= 32'b0;
            rf[4] <= 32'b0;
            rf[5] <= 32'b0;
            rf[6] <= 32'b0;
            rf[7] <= 32'b0;
            rf[8] <= 32'b0;
            rf[9] <= 32'b0;
            rf[10] <= 32'b0;
            rf[11] <= 32'b0;
            rf[12] <= 32'b0;
            rf[13] <= 32'b0;
            rf[14] <= 32'b0;
            rf[15] <= 32'b0;
            rf[16] <= 32'b0;
            rf[17] <= 32'b0;
            rf[18] <= 32'b0;
            rf[19] <= 32'b0;
            rf[20] <= 32'b0;
            rf[21] <= 32'b0;
            rf[22] <= 32'b0;
            rf[23] <= 32'b0;
            rf[24] <= 32'b0;
            rf[25] <= 32'b0;
            rf[26] <= 32'b0;
            rf[27] <= 32'b0;
            rf[28] <= 32'b0;
            rf[29] <= 32'b0;
            rf[30] <= 32'b0;
            rf[31] <= 32'b0;
        end else begin
            if (we && wR != 5'b0) begin
                rf[wR] <= wD;
            end
        end
    end
endmodule
--- /design/flow/run.sh ---
#!/bin/bash
# OpenROAD 26Q1-2900-gdf79404cd8, Yosys 0.63+post, stock flow scripts
make -C /OpenROAD-flow-scripts/flow DESIGN_CONFIG=/design/flow/config.mk WORK_HOME=/design/flow/orfs finish
==> CHANGELOG.md <==
### Metrics

* CTS root buffer: clkbuf_16
* Post-CTS Setup Bufs at 0
* Yosys cell types at 59
* Hold-fix buffers at CTS at 0
* Fin crit share at 0.926
* Top non-seq family: multiplexers
* Post-synth EDFFs at 0
* Met3 Track Usage GR at 0.199
* Gate Area at 0.0233 mm2
* Die Y at 408 um
* DRC viols at 0
* Die width at approximately 410 um
* Crit Path Category: primary input to output pin
* Grt met2 use at 0.421
* Cell Area, Synth at approximately 0.049 mm2
* Leakage at 24.7 nW
* VDD IR-drop max at 0.168 mV
* RSZ-0062 raised after global routing: false
* Post-Synth Adder-Cell Area at 0
* Core Util at FP at 0.303
* OpenROAD warning count at 35
* Hold Path Class: register to register
* Final wirelength at 258 mm
* Layout cells sized above 1 at 0.355
* Register area at 0.0248 mm2
* Max Root-Sink Buffers at 3
* Final Max Slew Viols at 0
* RePlAce Congestion at 1.04
* Post-DR vias/cell at 6.59
* Late-Pin Clk Latency at 0.75 ns
* Status: finished, final reports clean
* Seq/Total Area, Yosys at 0.502
* Pwr/cell area at between 200 and 250 mW/mm2
* Minimum hold slack at 0.516 ns
* H-tree Lvls at 3
* Synth Area per Inst at between 10 and 15 um2
* Min Tclk post-route at approximately 7.6 ns
* Die area at 0.166 mm2
* Detailed-placement wirelength estimate at 161 mm
* Num CTS Buffers at 109
* CTS tree: yes
* Initial antenna violation count at 11
* Chip Area, Yosys at 0.0494 mm2
* Setup crit end kind: output pin
* First-pass GRT wire length at 354 mm
* Synthesis-to-finish area growth at 17.6%
* Grt ovf at 0
* Inst Count DP at 6,347
* Post-CTS resize count at 0
* XOR Share, Synth at 0
* Crit path DRT at 6.56 ns
* Global Route Usage Sum at 0.315
* Fmax at ~0.13 GHz
* Actual slew at the worst max-slew pin at around 1.1 ns
* Max-cap viol count at 0
* Clk sinks at 992
* Ys Warns at 2
* Startpoint Class: primary input
* Commonest flop: dfrtp_1
* Row count at about 150
* Port Buffers at 113
* Largest register by flop count: rf
* GR Util met1 at 0.387
* Mux frac, synth at 0.229
* Critical Path AT at between 5 and 6 ns
* Worst-path clk slew at 0.06 ns
* Ys async rst share at 1.00
* Grt peak-use layer: met2
* Max reg flops at a little under 1,000
* Crit Path Max Fanout at 12
* Largest net degree at the start of global routing at 126
* Filler cell count in the final layout at 15,700
* Simple Share, Synth at 0.0667
* Final setup violation count at 0
* Place WS at 0.833 ns
* Yosys cell count at approximately 4,200
* Aoi share at 0.162
* Total chip power at approximately 0.014 W
* WL per Instance at 39.4 um
* Final hold violation count at 0
* Vias in the first global route at 42,900
* Iteration-0 DRC Markers at 5,568
* Setup ws final at 0.608 ns
* #FFs+latches synth at 992
* 1st-pass router iterations at 12
* Post-Route Utilization at 0.356
* Cell Count, Final, Fillers Out at 6,557
* Rel. slew slack at 0.237
* Post-Route Skew at 0 ns
* Mapped Cells at 4,198
* Top Registers: rf (992)
* Core ar. at 0.163 mm2
* Vias at 43,200
* Post-route ant nets at 0
* Top-level I/O count at 114
final cells by class:
cell class,instances,area share
inverters,7,0.000517
multi-input cells,2778,0.400
clock inverters,45,0.00956
flip-flops and latches,992,0.427
well taps,2175,0.0468
clock buffers,159,0.0559
repair buffers,395,0.0599
diodes,6,0.000258
synthesized netlist by cell type, types with 14 or more instances:
cell type | instances | share of area
a21oi_1 | 162 | 0.016
a221oi_1 | 24 | 0.0043
a222oi_1 | 42 | 0.0085
a22o_1 | 20 | 0.0035
a22oi_1 | 776 | 0.12
a31oi_1 | 28 | 0.0035
and3_1 | 18 | 0.0023
buf_1 | 24 | 0.0018
buf_2 | 164 | 0.017
buf_4 | 22 | 0.0033
clkbuf_1 | 206 | 0.016
dfrtp_1 | 992 | 0.50
mux2_2 | 987 | 0.22
mux2i_1 | 16 | 0.0032
nand2_1 | 189 | 0.014
nand2b_1 | 14 | 0.0018
nand3_1 | 57 | 0.0058
nand4_1 | 104 | 0.013
nor2_1 | 138 | 0.010
nor3_1 | 56 | 0.0057
nor4_1 | 23 | 0.0029
o21ai_0 | 21 | 0.0021
critical path, stage by stage:
cell             delay, ns
clkdlybuf4s50_1       0.72
or2_1                 0.62
nor2_4                0.85
buf_4                 0.38
a22oi_1               0.19
o21ai_0               0.45
nor4_1                0.19
a31oi_1               0.36
clkdlybuf4s50_1       0.53
cell families (layout without fill, tap and decap cells):
group | after synthesis | in the layout
DFF | 992 | 992
buffers and inverters | 428 | 606
AOI/OAI and AO/OA | 1108 | 1108
muxes | 1009 | 1009
and+or+nand+nor | 661 | 661
other | 0 | 6
per-stage QoR:
step                      setup TNS (ns)  area, um2
after CTS                              0      58100
after floorplan                 -7049.48      49400
after global routing                   0      58100
after detailed placement               0      54300
final                                  0      58100
after global placement                 0      54300
power breakdown:
part	internal, W	total [W]	switching (W)
Combinational	0.00102	0.00195	0.000927
Clock	0.00309	0.00526	0.00217
Sequential	0.00584	0.00680	0.000958
Total	0.00996	0.0140	0.00406
cell usage in the layout (no fill, tap or decap), types with 63 or more instances in the layout:
master	n
a21oi_1	162
nor2_1	79
nand4_1	104
buf_4	264
clkbuf_16	113
clkdlybuf4s50_1	109
nand2_1	175
nor2_4	63
mux2_2	987
a22oi_1	776
dfrtp_1	992
per-layer routing:
layer	vias to the layer above	wire length (um)
met4	30	20000
met2	3747	103000
met5	-	464
met1	21900	90800
li1	16300	-
met3	1245	43700
worst paths after layout:
kind                                        start                endpoint  slack, ns  cells past startpoint
max                                        rR1[3]                 rD1[15]       0.61                      9
min                        rf[31][25]$_DFFE_PP0P_  rf[31][25]$_DFFE_PP0P_       0.52                      1
max reg2reg                rf[21][19]$_DFFE_PP0P_  rf[21][19]$_DFFE_PP0P_       7.29                      1
min reg2reg                rf[31][25]$_DFFE_PP0P_  rf[31][25]$_DFFE_PP0P_       0.52                      1
max in group asynchronous                 cpu_rst  rf[17][28]$_DFFE_PP0P_       4.90                      4
min in group asynchronous                 cpu_rst  rf[20][16]$_DFFE_PP0P_       1.41                      2
Power and IR drop assume default switching activity.
