[flow/design.v]
`timescale 1ns / 1ps
module io_device (
    input wire dig_rst,
    input wire dig_clk,
    input wire [31:0] dig_addr,
    input wire dig_we,
    input wire [31:0] dig_wdata,
    input wire led_rst,
    input wire led_clk,
    input wire [31:0] led_addr,
    input wire led_we,
    input wire [31:0] led_wdata,
    input wire sw_rst,
    input wire sw_clk,
    input wire [31:0] sw_addr,
    output wire [31:0] sw_rdata,
    input wire btn_rst,
    input wire btn_clk,
    input wire [31:0] btn_addr,
    output wire [31:0] btn_rdata,
    input wire timer_rst,
    input wire timer_clk,
    input wire [31:0] timer_addr,
    output wire [31:0] timer_rdata,
    input wire timer_set_rst,
    input wire timer_set_clk,
    input wire [31:0] timer_set_addr,
    input wire timer_set_we,
    input wire [31:0] timer_set_wdata,
    input wire [23:0] sw,
    input wire [4:0] button,
    output wire [7:0] dig_en,
    output wire DN_A,
    output wire DN_B,
    output wire DN_C,
    output wire DN_D,
    output wire DN_E,
    output wire DN_F,
    output wire DN_G,
    output wire DN_DP,
    output wire [23:0] led
);
    reg [7:0] dn_vector;
    localparam dn_0 = 8'b00000011;
    localparam dn_1 = 8'b10011111;
    localparam dn_2 = 8'b00100101;
    localparam dn_3 = 8'b00001101;
    localparam dn_4 = 8'b10011001;
    localparam dn_5 = 8'b01001001;
    localparam dn_6 = 8'b01000001;
    localparam dn_7 = 8'b00011111;
    localparam dn_8 = 8'b00000001;
    localparam dn_9 = 8'b00001001;
    localparam dn_a = 8'b00010001;
    localparam dn_b = 8'b11000001;
    localparam dn_c = 8'b01100011;
    localparam dn_d = 8'b10000101;
    localparam dn_e = 8'b01100001;
    localparam dn_f = 8'b01110001;
    reg [2:0] scan_cnt;
    reg [7:0] dig_en_in;
    reg [31:0] dig_wdata_in;
    reg [31:0] dig_timer;
    always @(posedge dig_clk or posedge dig_rst) begin
        if (dig_rst) begin
            scan_cnt <= 3'd0;
            dig_en_in <= 8'b1111_1111;
            dn_vector <= 8'b0;
            dig_wdata_in <= 32'b0;
            dig_timer <= 32'b0;
        end else begin
            if (dig_we) begin
                dig_wdata_in <= dig_wdata;
            end
            if (dig_timer < 300000) begin
                dig_timer <= dig_timer + 1'b1;
            end else begin
                dig_timer <= 32'b0;
                case (scan_cnt)
                    3'd0: begin
                        dig_en_in <= 8'b1111_1110;
                        case (dig_wdata_in[3:0])
                            4'h0: dn_vector <= dn_0;
                            4'h1: dn_vector <= dn_1;
                            4'h2: dn_vector <= dn_2;
                            4'h3: dn_vector <= dn_3;
                            4'h4: dn_vector <= dn_4;
                            4'h5: dn_vector <= dn_5;
                            4'h6: dn_vector <= dn_6;
                            4'h7: dn_vector <= dn_7;
                            4'h8: dn_vector <= dn_8;
                            4'h9: dn_vector <= dn_9;
                            4'ha: dn_vector <= dn_a;
                            4'hb: dn_vector <= dn_b;
                            4'hc: dn_vector <= dn_c;
                            4'hd: dn_vector <= dn_d;
                            4'he: dn_vector <= dn_e;
                            4'hf: dn_vector <= dn_f;
                            default: dn_vector <= 8'b1111_1111;
                        endcase
                    end
                    3'd1: begin
                        dig_en_in <= 8'b1111_1101;
                        case (dig_wdata_in[7:4])
                            4'h0: dn_vector <= dn_0;
                            4'h1: dn_vector <= dn_1;
                            4'h2: dn_vector <= dn_2;
                            4'h3: dn_vector <= dn_3;
                            4'h4: dn_vector <= dn_4;
                            4'h5: dn_vector <= dn_5;
                            4'h6: dn_vector <= dn_6;
                            4'h7: dn_vector <= dn_7;
                            4'h8: dn_vector <= dn_8;
                            4'h9: dn_vector <= dn_9;
                            4'ha: dn_vector <= dn_a;
                            4'hb: dn_vector <= dn_b;
                            4'hc: dn_vector <= dn_c;
                            4'hd: dn_vector <= dn_d;
                            4'he: dn_vector <= dn_e;
                            4'hf: dn_vector <= dn_f;
                            default: dn_vector <= 8'b1111_1111;
                        endcase
                    end
                    3'd2: begin
                        dig_en_in <= 8'b1111_1011;
                        case (dig_wdata_in[11:8])
                            4'h0: dn_vector <= dn_0;
                            4'h1: dn_vector <= dn_1;
                            4'h2: dn_vector <= dn_2;
                            4'h3: dn_vector <= dn_3;
                            4'h4: dn_vector <= dn_4;
                            4'h5: dn_vector <= dn_5;
                            4'h6: dn_vector <= dn_6;
                            4'h7: dn_vector <= dn_7;
                            4'h8: dn_vector <= dn_8;
                            4'h9: dn_vector <= dn_9;
                            4'ha: dn_vector <= dn_a;
                            4'hb: dn_vector <= dn_b;
                            4'hc: dn_vector <= dn_c;
                            4'hd: dn_vector <= dn_d;
                            4'he: dn_vector <= dn_e;
                            4'hf: dn_vector <= dn_f;
                            default: dn_vector <= 8'b1111_1111;
                        endcase
                    end
                    3'd3: begin
                        dig_en_in <= 8'b1111_0111;
                        case (dig_wdata_in[15:12])
                            4'h0: dn_vector <= dn_0;
                            4'h1: dn_vector <= dn_1;
                            4'h2: dn_vector <= dn_2;
                            4'h3: dn_vector <= dn_3;
                            4'h4: dn_vector <= dn_4;
                            4'h5: dn_vector <= dn_5;
                            4'h6: dn_vector <= dn_6;
                            4'h7: dn_vector <= dn_7;
                            4'h8: dn_vector <= dn_8;
                            4'h9: dn_vector <= dn_9;
                            4'ha: dn_vector <= dn_a;
                            4'hb: dn_vector <= dn_b;
                            4'hc: dn_vector <= dn_c;
                            4'hd: dn_vector <= dn_d;
                            4'he: dn_vector <= dn_e;
                            4'hf: dn_vector <= dn_f;
                            default: dn_vector <= 8'b1111_1111;
                        endcase
                    end
                    3'd4: begin
                        dig_en_in <= 8'b1110_1111;
                        case (dig_wdata_in[19:16])
                            4'h0: dn_vector <= dn_0;
                            4'h1: dn_vector <= dn_1;
                            4'h2: dn_vector <= dn_2;
                            4'h3: dn_vector <= dn_3;
                            4'h4: dn_vector <= dn_4;
                            4'h5: dn_vector <= dn_5;
                            4'h6: dn_vector <= dn_6;
                            4'h7: dn_vector <= dn_7;
                            4'h8: dn_vector <= dn_8;
                            4'h9: dn_vector <= dn_9;
                            4'ha: dn_vector <= dn_a;
                            4'hb: dn_vector <= dn_b;
                            4'hc: dn_vector <= dn_c;
                            4'hd: dn_vector <= dn_d;
                            4'he: dn_vector <= dn_e;
                            4'hf: dn_vector <= dn_f;
                            default: dn_vector <= 8'b1111_1111;
                        endcase
                    end
                    3'd5: begin
                        dig_en_in <= 8'b1101_1111;
                        case (dig_wdata_in[23:20])
                            4'h0: dn_vector <= dn_0;
                            4'h1: dn_vector <= dn_1;
                            4'h2: dn_vector <= dn_2;
                            4'h3: dn_vector <= dn_3;
                            4'h4: dn_vector <= dn_4;
                            4'h5: dn_vector <= dn_5;
                            4'h6: dn_vector <= dn_6;
                            4'h7: dn_vector <= dn_7;
                            4'h8: dn_vector <= dn_8;
                            4'h9: dn_vector <= dn_9;
                            4'ha: dn_vector <= dn_a;
                            4'hb: dn_vector <= dn_b;
                            4'hc: dn_vector <= dn_c;
                            4'hd: dn_vector <= dn_d;
                            4'he: dn_vector <= dn_e;
                            4'hf: dn_vector <= dn_f;
                            default: dn_vector <= 8'b1111_1111;
                        endcase
                    end
                    3'd6: begin
                        dig_en_in <= 8'b1011_1111;
                        case (dig_wdata_in[27:24])
                            4'h0: dn_vector <= dn_0;
                            4'h1: dn_vector <= dn_1;
                            4'h2: dn_vector <= dn_2;
                            4'h3: dn_vector <= dn_3;
                            4'h4: dn_vector <= dn_4;
                            4'h5: dn_vector <= dn_5;
                            4'h6: dn_vector <= dn_6;
                            4'h7: dn_vector <= dn_7;
                            4'h8: dn_vector <= dn_8;
                            4'h9: dn_vector <= dn_9;
                            4'ha: dn_vector <= dn_a;
                            4'hb: dn_vector <= dn_b;
                            4'hc: dn_vector <= dn_c;
                            4'hd: dn_vector <= dn_d;
                            4'he: dn_vector <= dn_e;
                            4'hf: dn_vector <= dn_f;
                            default: dn_vector <= 8'b1111_1111;
                        endcase
                    end
                    3'd7: begin
                        dig_en_in <= 8'b0111_1111;
                        case (dig_wdata_in[31:28])
                            4'h0: dn_vector <= dn_0;
                            4'h1: dn_vector <= dn_1;
                            4'h2: dn_vector <= dn_2;
                            4'h3: dn_vector <= dn_3;
                            4'h4: dn_vector <= dn_4;
                            4'h5: dn_vector <= dn_5;
                            4'h6: dn_vector <= dn_6;
                            4'h7: dn_vector <= dn_7;
                            4'h8: dn_vector <= dn_8;
                            4'h9: dn_vector <= dn_9;
                            4'ha: dn_vector <= dn_a;
                            4'hb: dn_vector <= dn_b;
                            4'hc: dn_vector <= dn_c;
                            4'hd: dn_vector <= dn_d;
                            4'he: dn_vector <= dn_e;
                            4'hf: dn_vector <= dn_f;
                            default: dn_vector <= 8'b1111_1111;
                        endcase
                    end
                    default: begin
                        dig_en_in <= 8'hFF;
                        dn_vector <= 8'hFF;
                    end
                endcase
                scan_cnt <= scan_cnt + 1'b1;
            end
        end
    end
    assign {DN_A, DN_B, DN_C, DN_D, DN_E, DN_F, DN_G, DN_DP} = dn_vector;
    assign dig_en = dig_en_in;
    reg [23:0] led_in;
    always @(posedge led_clk or posedge led_rst) begin
        if (led_rst) begin
            led_in <= 24'b0;
        end else begin 
            if (led_we) begin
                led_in <= led_wdata[23:0];
            end
        end
    end
    assign led = led_in;
    reg [31:0] sw_rdata_in;
    always @(posedge sw_clk or posedge sw_rst) begin
        if (sw_rst) begin
            sw_rdata_in <= 32'b0;
        end else begin
            sw_rdata_in <= {8'b0, sw[23:0]};
        end
    end
    assign sw_rdata = sw_rdata_in;
    reg [31:0] button_in;
    always @(posedge btn_clk or posedge btn_rst) begin
        if (btn_rst) begin
            button_in <= 32'b0;
        end else begin
            button_in <= {27'b0, button[4:0]};
        end
    end
    assign btn_rdata = button_in;
    reg [31:0] timer_set_wdata_in;
    always @(posedge timer_set_clk or posedge timer_set_rst) begin
        if (timer_set_rst) begin
            timer_set_wdata_in <= 32'b0;
        end else begin
            if (timer_set_we) begin
                timer_set_wdata_in <= timer_set_wdata;
            end
        end
    end
    reg [31:0] timer_rdata_in;
    reg [31:0] timer;
    always @(posedge timer_clk or posedge timer_rst) begin
        if (timer_rst) begin
            timer_rdata_in <= 32'b0;
            timer <= 32'b0;
        end else begin
            if (timer < timer_set_wdata_in) begin
                timer <= timer + 1'b1;
            end else begin
                timer <= 32'b0;
                timer_rdata_in <= timer_rdata_in + 1'b1;
            end
        end
    end
    assign timer_rdata = timer_rdata_in;
endmodule
[flow/run.sh]
#!/bin/bash
# OpenROAD 26Q1-2900-gdf79404cd8, Yosys 0.63+post, stock flow scripts
make -C /OpenROAD-flow-scripts/flow DESIGN_CONFIG=/design/flow/config.mk WORK_HOME=/design/flow/orfs finish
[flow/config.mk]
export PLATFORM = sky130hd
export DESIGN_NAME = io_device
export DESIGN_NICKNAME = io_device
export VERILOG_FILES = /design/flow/design.v
export SDC_FILE = /design/flow/constraint.sdc
export NUM_CORES = 4
export LEC_CHECK = 1
export CORE_UTILIZATION = 30
[flow/constraint.sdc]
current_design io_device

set clk_period 5.5
set clk_io_pct 0.2

create_clock -name clk0 -period $clk_period [get_ports {btn_clk}]
create_clock -name clk1 -period $clk_period [get_ports {dig_clk}]
create_clock -name clk2 -period $clk_period [get_ports {led_clk}]
create_clock -name clk3 -period $clk_period [get_ports {sw_clk}]
create_clock -name clk4 -period $clk_period [get_ports {timer_clk}]
create_clock -name clk5 -period $clk_period [get_ports {timer_set_clk}]

set non_clock_inputs [all_inputs -no_clocks]
set_input_delay [expr $clk_period * $clk_io_pct] -clock clk0 $non_clock_inputs
set_output_delay [expr $clk_period * $clk_io_pct] -clock clk0 [all_outputs]
==> reports/metrics.yaml <==
outcome:
  status: "completed"
job:
  maxCapViolations: 0
  tool_warnings: 277
clock_tree:
  cts_hold_buf: 0
  postCtsSetupRepairBufs: 0
  cts_tree: "done"
  clock_sinks: 232
  cts_repair_resize_count: 0
  clk_pin_slew_ns: 0.06
global_route:
  gr-usage-all-layers_pct: 13.4
  grt.overflow.total: 0
  grt_pass1_vias: 8653
  antenna_found_initial: 1
  grt_pass1_wl_um: 44200
  grt_max_degree: 64
layout:
  flop_area_um2: 5820
  fillers: 3747
  finish.utilization_pct: 39.9
  postLayoutCellArea_um2: 16000
  final_layout_size_suffix_gt1_share_pct: 9.06
  final-comb-area_um2: 5840
  area_growth_pct: 30.1
final_timing:
  worstMarginPinSlew_ns: 0.701
  hold_viol_final: 0
  report.final.slew_viol_count: 0
  finalSetupTns_ns: 0
  timing.hold.ws_ns: 0.474
  relSlewSlack_pct: 53.3
  final-setup-viol-count: 0
  rsz0062_at_grt: "false"
  skew_ns: 0.00898
synth:
  ys.flops: 232
  ys_warn_count: 1
  ys_seq_share_pct: 47.2
  flop_cell: "dfrtp_1"
  synthDistinctLibCells: 60
  synth_area_um2: 12300
  synth_cells: 1219
  synthArstFlopShare_pct: 100
  yosys_cells: 1219
  yosys_area_um2: 12300
  syn_area_per_cell_um2: 10.1
  edf_count: 0
drt:
  drc: 0
  ant_nets: 0
  first_pass_iters: 4
  drt_iter0_drc: 383
  drt-total-wl_um: 27400
  vias: 9232
  wire_per_inst_um: 13.7
  vias_per_cell: 4.63
critical_path:
  end_kind: "register"
  crit_type: "register to register"
  cp_data_arrival_time_ns: 3.34
  setup.worst_path.start_class: "register"
  required_ns: 5.75
  worstPathMaxFanout: 47
  ff2ff_path_depth: 9
pwr:
  p_leak_nw: 7.04
  power_mw: 4.71
  ir_drop_v: 0.000338
  p_per_area_nw_per_um2: 294
place:
  hpwlAfterDp_um: 20200
  numPortBuffers: 227
  postPlaceCellArea_um2: 15000
  gp_congestion: 0.820
die:
  coreArea_um2: 40100
  die_h_um: 205
  ios: 468
  dieWidth_um: 205
  fp_util_pct: 30.7
  dieArea_um2: 41800
  rows: 73
worst_hold_path:
  hold_depth: 1
  hold_path.class: "register to register"
==> critical path, cell delays in order (launching register included) <==
cell	delay, ns
dfrtp_1	0.43
ha_1	0.31
and4_1	0.26
nand4_1	0.12
o41ai_1	0.33
a211o_1	0.16
a31o_2	0.41
buf_4	0.50
nor3b_1	0.30
xor2_1	0.16
==> sequential cells by signal, summed over array words and instances (netlist names) <==
signal and flops:
dig_wdata_in 32, led_in 24, sw_rdata_in 24, dn_vector 8, timer 32, dig_en_in 8
dig_timer 32, timer_set_wdata_in 32, timer_rdata_in 32, scan_cnt 3, button_in 5
==> final cells by class <==
type / count / area share (%)
repair buffers: 239 / 14.7
flip-flops and latches: 232 / 36.3
clock buffers: 37 / 5.24
well taps: 525 / 4.10
diodes: 1 / 0.0156
inverters: 81 / 1.91
multi-input cells: 864 / 36.5
clock inverters: 15 / 1.27
==> cell usage after synthesis, drive strengths merged, types with 12 or more instances <==
cell,number,area share (%)
a211oi,13,0.79
and3,20,1.0
nor3,12,0.53
nor2b,12,0.61
clkbuf,41,1.3
nand2b,12,0.67
o21ai,88,3.6
xnor2,41,2.9
nand4,26,1.3
buf,48,3.0
nand2,117,3.6
a21oi,47,1.9
inv,81,2.5
a31oi,15,0.76
o211ai,12,0.73
xor2,33,2.3
ha,95,9.7
mux2,43,3.9
dfrtp,224,46
nand3,41,1.7
nor2,99,3.0
==> cells in the final DEF, fill, tap and decap left out, types with 6 or more instances in the layout <==
cell type / instances
clkbuf_16: 32
xor2_1: 33
and3_1: 20
nand2_1: 117
conb_1: 48
ha_1: 95
buf_4: 12
clkdlybuf4s50_1: 225
nor2b_1: 12
nand3_1: 40
a31oi_1: 15
a221oi_1: 6
nor3_1: 11
dfstp_2: 8
and2_1: 6
mux4_2: 6
mux2i_1: 7
o21ai_0: 88
dfrtp_1: 224
nand4_1: 26
a22o_1: 7
a21oi_1: 46
o211ai_1: 12
xnor2_1: 41
inv_1: 79
and4_1: 8
nor2_1: 99
mux2_2: 43
nand2b_1: 11
a211oi_1: 13
==> worst paths after layout <==
path,start,end,slack [ns]
setup / recovery,timer[13],timer_rdata_in[24],2.41
hold / removal,timer_rdata_in[31],timer_rdata_in[31],0.47
setup reg to reg,timer[13],timer_rdata_in[24],2.41
hold reg to reg,timer_rdata_in[31],timer_rdata_in[31],0.47
max in group clk1,scan_cnt[0],dn_vector[5],3.01
max in group clk0,dig_en_in[2],dig_en[2],3.05
max in group asynchronous,dig_rst,dig_timer[20],3.33
min in group clk1,dn_vector[0],dn_vector[0],0.48
min in group clk2,led_in[7],led_in[7],0.51
min in group clk5,timer_set_wdata_in[6],timer_set_wdata_in[6],0.53
==> metal layers <==
layer  wire length (um)  track usage [%]  up-vias
met1              12900             20.8     4368
met2              12400             20.1      252
met4                548             2.29        0
met3               1510             2.78       44
met5                  0                0        -
li1                   -                -     4568
==> cells by family after synthesis <==
| group | Yosys count | synth area share (%) |
|---|---|---|
| mux | 56 | 5.60 |
| fa+ha+maj | 95 | 9.66 |
| other cells | 1 | 0.0305 |
| simple gates | 371 | 14.3 |
| compound gates | 220 | 11.1 |
| xor+xnor | 74 | 5.26 |
| flops | 232 | 47.2 |
| buf+inv | 170 | 6.75 |
==> where the power goes <==
group | switching [mW] | internal [mW] | total (mW)
logic | 0.379 | 0.412 | 0.791
registers | 0.103 | 1.83 | 1.94
clock network | 0.699 | 1.28 | 1.98
total | 1.18 | 3.53 | 4.71
==> per-stage QoR <==
stage | setup WS [ns] | cells
floorplan | 2.28 | 1266
global placement | 2.44 | 1941
detailed placement | 2.37 | 1941
CTS | 2.35 | 1993
global route | 2.17 | 1993
finish | 2.41 | 1994
No activity file was given, so power comes from the tool's default toggle rates.
